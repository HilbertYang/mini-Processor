===== /design/flow/design.v =====
module ALU #(parameter data_width = 32) (
  input  [data_width-1:0]     A, B,
  input  [3:0]                aluctrl,
  output reg [data_width-1:0] Z,
  output reg                  overflow
);
  localparam ALU_NOP     = 4'b0000;
  localparam ALU_ADD     = 4'b0001;
  localparam ALU_SUB     = 4'b0010;
  localparam ALU_AND     = 4'b0011;
  localparam ALU_OR      = 4'b0100;
  localparam ALU_XNOR    = 4'b0101;
  localparam ALU_SHIFTL  = 4'b0110;
  localparam ALU_SHIFTR  = 4'b0111;
  localparam ALU_SHIFTLV = 4'b1000;
  localparam ALU_SHIFTRV = 4'b1001;
  localparam ALU_SLT     = 4'b1010;
  localparam ALU_ASR     = 4'b1011;  
  localparam ALU_ASRV    = 4'b1100;  
  localparam ALU_SLTU    = 4'b1100;  
  wire [5:0] shamt = B[5:0];
  wire add_v = (~(A[data_width-1] ^ B[data_width-1])) &
               ( (A[data_width-1] ^ Z[data_width-1]) );
  wire sub_v = ( (A[data_width-1] ^ B[data_width-1]) ) &
               ( (A[data_width-1] ^ Z[data_width-1]) );
  always @(*) begin
    overflow = 1'b0;
    Z        = {data_width{1'b0}};
    case (aluctrl)
      ALU_NOP    : begin
        Z        = {data_width{1'b0}};
        overflow = 1'b0;
      end
      ALU_ADD    : begin
        Z        = A + B;
        overflow = add_v; 
      end
      ALU_SUB    : begin
        Z        = A - B;
        overflow = sub_v;  
      end
      ALU_AND    : Z = A & B;
      ALU_OR     : Z = A | B;
      ALU_XNOR   : Z = ~(A ^ B);
      ALU_SHIFTL : Z = A << 1;
      ALU_SHIFTR : Z = A >> 1;
      ALU_SHIFTLV: Z = A << shamt;
      ALU_SHIFTRV: Z = A >> shamt;
      ALU_ASR    : Z = $signed(A) >>> 1;       
      ALU_ASRV   : Z = $signed(A) >>> shamt;   
      ALU_SLT    : Z = ($signed(A) < $signed(B))
                       ? {{(data_width-1){1'b0}}, 1'b1}
                       : {data_width{1'b0}};
      ALU_SLTU   : Z = (A < B)
                       ? {{(data_width-1){1'b0}}, 1'b1}
                       : {data_width{1'b0}};
      default    : begin
        Z        = {data_width{1'b0}};
        overflow = 1'b0;
      end
    endcase
  end
endmodule

===== /design/flow/run.sh =====
#!/bin/bash
# OpenROAD 26Q1-2900-gdf79404cd8, Yosys 0.63+post, stock flow scripts
make -C /OpenROAD-flow-scripts/flow DESIGN_CONFIG=/design/flow/config.mk WORK_HOME=/design/flow/orfs finish

===== /design/flow/config.mk =====
export PLATFORM = sky130hd
export DESIGN_NAME = ALU
export DESIGN_NICKNAME = ALU
export VERILOG_FILES = /design/flow/design.v
export SDC_FILE = /design/flow/constraint.sdc
export NUM_CORES = 4
export LEC_CHECK = 1
export CORE_UTILIZATION = 40

===== /design/flow/constraint.sdc =====
current_design ALU

set clk_period 26.1
set clk_io_pct 0.2

create_clock -name clk0 -period $clk_period

set non_clock_inputs [all_inputs -no_clocks]
set_input_delay [expr $clk_period * $clk_io_pct] -clock clk0 $non_clock_inputs
set_output_delay [expr $clk_period * $clk_io_pct] -clock clk0 [all_outputs]

==> summary.txt <==
Post-CTS Setup Repair Bufs - 0
Core ar. - 0.02439 sq mm
DR vias - 12170
Post-route ant nets - 0
Yosys Instances - 1432
Syn Area/Cell - 6.966 sq um
Slew HR - 42.43%
Leakage - 4.386 nW
Hold Fails Final Rpt - 0
Core Util at FP - 40.90%
Area after DPL - 0.01108 sq mm
Mapped Cells - 1432
Flip-flops - 0
CP required - 20880 ps
Max-cap violation count - 0
Outcome - finished clean
Critical path fanouts, max - 13
Period utilisation layout - 57.36%
P&R area growth vs syn - 11.05%
First-pass GRT wire length - 73080 um
# clk buffers - 0
Cts hold-fix bufs - 0
Worst VDD drop - 0.01388 mV
Chip footprint - 0.02557 sq mm
Worst path arrival time - 9750 ps
Slew Limit Fails - 0
CTS resizes - 0
Die H - 159.9 um
RSZ-0062 raised after global routing - no
Pwr dens - 22.25 mW/mm^2
Routability congestion estimate - 1.070
GR Overflow Total - 0
Vias per cell - 6.940
Fmax - 66.80 MHz
DRT Pass-1 Iters - 6
Largest net degree at the start of global routing - 70
Tool Warnings - 101
Worst setup startpoint - A[15]
Final WL - 48830 um
Die width - 159.9 um
Yosys chip area - 0.009976 sq mm
Row count - 57
Crit. End Element - output pin
First DRT Iteration DRCs - 1458
Final instance area - 0.01108 sq mm
Setup CP Type - input pin to output pin
Final setup vio count - 0
Internal power - 0.09844 mW
Share of cells above drive strength 1 - 11.13%
Flop area - 0 sq um
# DRC - 0
Setup tns final - 0 ps
Mapped Area - 0.009976 sq mm
Slew @ Worst Pin - 856.3 ps
Yosys top cell by area - mux4_2
Register area share after synthesis - 0%
Synth cell types - 86
Top cell area share - 14.67%
I/O Pins - 101
Synth top area cells - mux4_2 15%, ha_1 13%, nor2_1 5.7%, a21oi_1 5.5%, nand2_1 4.9%
Initial antenna violation count - 0
Hold_sp - A[31]
P_sw - 0.1481 mW
Synth warn - 1
Top cells by count, synth - 152 x nor2_1, 131 x nand2_1, 110 x a21oi_1, 101 x ha_1, 95 x o21ai_0
Type of origin of the critical path - input pin
Vias in the first global route - 11240
Crit path time final - 14970 ps
Sw frac - 60.06%
Top-count cell post-synth - nor2_1
All-Layer GR Usage - 38.42%
Routed wire length per instance - 27.84 um
Worst Hold Class - input pin to output pin
Post-DP HPWL - 36340 um
PortBufs - 101
per-layer routing:
layer / vias to the layer above / track usage [%] / part of all wire [%]
li1: 5422 / - / -
met1: 5775 / 52.64 / 39
met2: 854 / 57.67 / 44
met3: 121 / 10.22 / 12
met4: 0 / 16.32 / 5.1
met5: - / 0 / 0
final timing paths:
check       end  depth (start not counted)
max       Z[28]                         12
min    overflow                          5
placed cells by master (no fill, tap or decap), drive strengths merged, types with 33 or more instances in the layout:
master	count
ha	101
nand2	131
inv	94
o21ai	102
buf	45
mux4	65
mux2i	33
a21oi	112
nor2	152
nor3	38
clkdlybuf4s50	97
stage by stage:
step / power (mW) / instances / setup slack, ps / util [%] / hold WS, ps
2_1_floorplan: 0.1486 / 1432 / 12350 / - / 10540
3_3_place_gp: 0.2400 / 1753 / 11290 / 45.41 / 11580
3_5_place_dp: 0.2382 / 1753 / 11320 / 45.41 / 11600
4_1_cts: 0.2397 / 1753 / 11290 / 45.41 / 11610
5_1_grt: 0.2622 / 1753 / 10940 / 45.41 / 11670
6_report: 0.2465 / 1754 / 11130 / 45.42 / 11610
power groups by stage:
stage / clock (mW) / sequential [mW] / combinational (mW)
5_1_grt: 0 / 0 / 0.262
4_1_cts: 0 / 0 / 0.240
kinds of logic after synthesis:
family | count (synthesis) | share of synthesized area, %
adder cells (fa/ha/maj) | 103 | 13.07
buffers and inverters | 241 | 10.11
AND-OR/OR-AND | 514 | 35.43
multiplexers | 107 | 19.00
XOR/XNOR | 5 | 0.4390
AND/OR/NAND/NOR | 462 | 21.95
critical path, cell delays in order:
cell             delay (ps)
clkdlybuf4s50_1         940
inv_1                   170
ha_1                    490
a21oi_1                 220
o21ai_0                 260
a211oi_1                410
nor3b_1                 540
o31a_1                  290
nor3_1                   70
nor4_1                  460
o211ai_1                210
clkdlybuf4s50_1         450
cell type report:
type	count	area, sq um
antenna	1	2.502
fill	2529	13310
inverter	96	360.3
multi-input combinational	1191	9006
tap	324	405.4
timing repair buffer	142	1304
Power and IR drop assume default switching activity.
