### ./run.sh
#!/bin/bash
# OpenROAD 26Q1-2900-gdf79404cd8, Yosys 0.63+post, stock flow scripts
make -C /OpenROAD-flow-scripts/flow DESIGN_CONFIG=/design/flow/config.mk WORK_HOME=/design/flow/orfs finish
### ./config.mk
export PLATFORM = sky130hd
export DESIGN_NAME = REG_FILE
export DESIGN_NICKNAME = REG_FILE
export VERILOG_FILES = /design/flow/design.v
export SDC_FILE = /design/flow/constraint.sdc
export NUM_CORES = 4
export LEC_CHECK = 1
export CORE_UTILIZATION = 40
### ./constraint.sdc
current_design REG_FILE

set clk_period 7.7
set clk_io_pct 0.2

create_clock -name clk0 -period $clk_period [get_ports {clk}]

set non_clock_inputs [all_inputs -no_clocks]
set_input_delay [expr $clk_period * $clk_io_pct] -clock clk0 $non_clock_inputs
set_output_delay [expr $clk_period * $clk_io_pct] -clock clk0 [all_outputs]
### ./design.v
module REG_FILE #(
    parameter data_width = 64, 
    parameter addr_width = 4 
)(
    input clk, wena,
    input [addr_width-1:0] r0addr, r1addr, waddr, 
    input [data_width-1:0] wdata,
    output [data_width-1:0] r0data, r1data
);
    reg [data_width-1:0] regFile [0:(1 << addr_width)-1];
    always @(posedge clk) begin
        if (wena && (waddr != 0))
            regFile[waddr] <= wdata;
    end
    assign r0data = (r0addr == 0) ? {data_width{1'b0}} :
                    (wena && (waddr == r0addr) && (waddr != 0)) ? wdata : 
                        regFile[r0addr];
    assign r1data = (r1addr == 0) ? {data_width{1'b0}} :
                    (wena && (waddr == r1addr) && (waddr != 0)) ? wdata : 
                    regFile[r1addr];
endmodule
==> run_results.csv <==
group,metric,value,unit
final_timing,period_used_share,82.3,%
place,port_buffers,205,
route,route.detailed.drc,0,
place,dpl.cell_count,3950,
synthesis,yosysTopAreaCell,"edfxtp_1",
worst_setup_path,endpoint_kind,"output pin",
route,dr.first_iter.drc_count,1201,
final_layout,mostFrequentLayoutCells,"1024 x edfxtp_1, 512 x mux4_2, 256 x a22oi_1",
clocking,postCtsSetupRepairBufs,0,
clocking,cts_tree,"built",
die,initial_core_util,40.5,%
final_layout,top_regs,"regFile (1024)",
final_timing,hold_viol,0,
synthesis,ys_cells,2296,
synthesis,ys_warn_count,1,
clocking,ctsHoldBuffers,0,
final_timing,relSlewSlack,33.3,%
global_routing,grt_pass1_wl,191,mm
synthesis,area_leaders,"edfxtp_1 65%, mux4_2 24%, a22oi_1 4.1%",
synthesis,top_area_share,65.2,%
final_layout,largest_register_ffs,1024,
synthesis,syn_area,47200,sq um
clocking,ctsResizeCount,0,
worst_setup_path,cp.required,6.16,ns
final_timing,slew_violations,0,
clocking,cts_sinks,1024,
die,core_area,117000,sq um
power_and_ir_drop,power_density,230,nW/um^2
route,dr.pass1.iters,5,
clocking,clk_pin_slew,0.05,ns
final_timing,rsz0062_at_grt,"no",
synthesis,ys_chip_area,47200,sq um
run,warning_count,28,
place,gp_routability_congestion,0.810,
synthesis,yosysUniqueCellTypes,25,
die,die_w,345,um
final_timing,final.setup.tns,0,ns
synthesis,ys_ff,1024,
final_layout,drive_above_1_share,28.4,%
final_layout,layoutNonFillerInstCount,4146,
synthesis,ys_seq_share,65.2,%
die,row_count,125,
global_routing,grt_util_all_layers,24.2,%
power_and_ir_drop,power.total,12.5,mW
final_timing,tightest_slew,0.999,ns
global_routing,grt_pass1_vias,30400,
final_timing,finalSetupViolations,0,
hold_path,min-delay-path-class,"primary input to register",
die,dieArea,119000,sq um
run,maxCapViolations,0,
worst_setup_path,worstSetupPathType,"primary input to output pin",
clocking,cts_made_buffers,109,
route,vias,25900,
final_layout,mostFrequentLayoutCell,"edfxtp_1",
place,dp.final_hpwl,68.6,mm
synthesis,syn_area_per_cell,20.5,sq um
worst_setup_path,cp.arrival,4.80,ns
global_routing,grt_overflow,0,
global_routing,antenna_found_initial,2,
route,viasPerCell,6.23,
route,routedWlPerCell,31.3,um
power_and_ir_drop,power_leakage,17.4,nW
global_routing,grt_max_degree,104,
power_and_ir_drop,peakVddDrop,0.159,mV
final_timing,finalCriticalPeriod,6.34,ns
die,ios,206,
clocking,htreeDepth,3,
worst_setup_path,cp_max_fo,25,
outcome,status,"finished, final reports clean",
clocking,root_buffer,"clkbuf_16",
route,antenna_cells_inserted,0,
route,routed_wirelength,130,mm
worst_setup_path,startpoint_type,"primary input",
final_timing,fmax,158,MHz
final_layout,synthToLayoutAreaGrowth,15.7,%
die,die_h,345,um
final_layout,regMostFlops,"regFile",
synthesis,syn_inst,2296,
clocking,clockBufferDepth,3,
route,route.antenna.remaining_nets,0,
[through the flow]
| step | cell area [sq um] | hold slack (ns) | setup WS, ns | utilization [%] |
|---|---|---|---|---|
| after floorplan | 47400 | 1.64 | 0.836 | - |
| final | 54600 | 1.83 | 1.36 | 46.8 |
| after CTS | 54600 | 1.80 | 1.37 | 46.8 |
| after global routing | 54600 | 1.87 | 1.26 | 46.8 |
| after detailed placement | 51300 | 2.53 | 1.38 | 44.0 |
| after global placement | 51300 | 2.49 | 1.46 | 44.0 |
[per-layer routing]
metal / global-route usage [%] / wire length (um) / up-vias
met5: 2.52 / 452 / -
met4: 4.62 / 3110 / 14
met3: 21.4 / 25000 / 187
met2: 34.4 / 60200 / 1989
met1: 28.1 / 41000 / 13000
li1: - / - / 10600
[power by group]
part	internal (mW)	switching, mW	total (mW)
combinational	0.647	0.655	1.30
sequential	6.28	0.0523	6.33
clock	2.82	2.07	4.90
[worst max-delay path, stage by stage]
cell,delay [ns]
clkdlybuf4s50_1,0.62
o41a_1,0.52
nand3_1,0.15
o31a_2,0.75
buf_4,0.49
a22o_1,0.21
clkdlybuf4s50_1,0.46
[cell type report]
cell class / instances / area (sq um)
fillers: 9223 / 62000
flip-flops and latches: 1024 / 30700
repair buffers: 267 / 2840
well taps: 1524 / 1910
clock inverters: 55 / 415
multi-input cells: 1135 / 15800
clock buffers: 141 / 2890
[final timing paths]
kind	startpoint	to	slack, ns	cells after the start
worst min-delay path	wdata[26]	regFile[14][26]	1.83	1
worst max-delay path	waddr[0]	r0data[40]	1.36	7
[cell families after synthesis]
kind of cell | count (synthesis) | synth area share, %
multiplexers | 512 | 24.4
AND-OR/OR-AND | 387 | 6.51
flip-flops | 1024 | 65.2
buffers and inverters | 200 | 2.22
other | 1 | 0.00795
XOR/XNOR | 8 | 0.149
AND/OR/NAND/NOR | 164 | 1.46
[synth_stat cells]
cell,instances
nor3_1,3
o41a_1,1
nor2b_1,4
xnor2_1,4
nand3_1,3
conb_1,1
or4_1,2
nand2_1,129
or3b_2,1
edfxtp_1,1024
clkbuf_1,91
o31a_1,2
and2_1,2
buf_4,13
buf_1,27
mux4_2,512
nor2_1,14
a22o_1,128
a22oi_1,256
nand3b_1,2
nor3_4,2
xor2_1,4
nand2b_1,2
buf_2,43
buf_6,26
