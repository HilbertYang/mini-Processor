==> ./design.v <==
module REG_FILE_BANK #(
    parameter data_width = 64, 
    parameter addr_width = 4,
    parameter th_id_width = 2
)(
    input clk, wena,
    input [th_id_width-1:0] rd_th_id, w_th_id, 
    input [addr_width-1:0] r0addr, r1addr, waddr, 
    input [data_width-1:0] wdata,
    output [data_width-1:0] r0data, r1data
);
    reg [data_width-1:0] regFile [0:(1 << th_id_width)-1][0:(1 << addr_width)-1];
    always @(posedge clk) begin
        if (wena && (waddr != 0))
            regFile[w_th_id][waddr] <= wdata;
    end
    wire forward0 = wena && (waddr != 0) && (w_th_id == rd_th_id) && (waddr == r0addr);
    wire forward1 = wena && (waddr != 0) && (w_th_id == rd_th_id) && (waddr == r1addr);
    assign r0data = (r0addr == 0) ? {data_width{1'b0}} : 
                    (forward0)    ? wdata : 
                                    regFile[rd_th_id][r0addr];
    assign r1data = (r1addr == 0) ? {data_width{1'b0}} : 
                    (forward1)    ? wdata : 
                                    regFile[rd_th_id][r1addr];
endmodule
==> ./run.sh <==
#!/bin/bash
# OpenROAD 26Q1-2900-gdf79404cd8, Yosys 0.63+post, stock flow scripts
make -C /OpenROAD-flow-scripts/flow DESIGN_CONFIG=/design/flow/config.mk WORK_HOME=/design/flow/orfs finish
==> ./config.mk <==
export PLATFORM = sky130hd
export DESIGN_NAME = REG_FILE_BANK
export DESIGN_NICKNAME = REG_FILE_BANK
export VERILOG_FILES = /design/flow/design.v
export SDC_FILE = /design/flow/constraint.sdc
export NUM_CORES = 4
export LEC_CHECK = 1
export CORE_UTILIZATION = 40
==> ./constraint.sdc <==
current_design REG_FILE_BANK

set clk_period 19.4
set clk_io_pct 0.2

create_clock -name clk0 -period $clk_period [get_ports {clk}]

set non_clock_inputs [all_inputs -no_clocks]
set_input_delay [expr $clk_period * $clk_io_pct] -clock clk0 $non_clock_inputs
set_output_delay [expr $clk_period * $clk_io_pct] -clock clk0 [all_outputs]
==> impl_metrics.json <==
{
  "worstHoldPathType": "input port to register",
  "final_antenna_net_count": 0,
  "cpPeakStageDelay_ns": 0.84,
  "synth_top_cell_by_area": "edfxtp_1",
  "top_regs": "regFile: 4096 flops",
  "startpoint_type": "input port",
  "critPathRequiredTime_ns": 15.52,
  "synth.top_cell.area_share_pct": 64.54,
  "die_y_um": 692.2,
  "grt_overflow_total": 0,
  "via_count": 113300,
  "grt_antenna_before_repair": 37,
  "syn_to_final_growth_pct": 13.67,
  "slew_violations": 0,
  "die-width_um": 692.2,
  "wl_per_cell_um": 40.55,
  "crit_arrival_ns": 9.75,
  "grt_max_degree": 98,
  "ys_sh_aoi_pct": 4.844,
  "vias_per_cell": 6.530,
  "netlist_logic_family_top": "multiplexers",
  "edf_count": 4096,
  "synthCells": 10120,
  "cts_hold_buffers": 0,
  "synth.yosys.num_cells": 10120,
  "ys_types": 41,
  "min_from": "wdata[8]",
  "yosys_warnings": 1,
  "ys_area_sq_um": 190600,
  "routabilityCongestion": 0.9157,
  "worst_setup_path_end_kind": "primary output",
  "cpMostUsedCell": "buf_4",
  "path_delay_family": "buffers and inverters",
  "cts_resized": 0,
  "finalCriticalPeriod_ns": 13.63,
  "dp_hpwl_um": 407300,
  "topCellsByArea": "edfxtp_1 (65%), mux4_2 (20%), mux2i_1 (6.0%), a22oi_1 (1.5%), a211oi_1 (0.93%)",
  "place_area_sq_um": 202500,
  "fin_crit_sh_pct": 70.27,
  "powerDensity_nw_per_um2": 92.46,
  "setup_viol": 0,
  "boundaryPins": 210,
  "cp_num_buf_inv": 7,
  "initial_core_util_pct": 40.16,
  "synth_area_per_cell_sq_um": 18.84,
  "design.core.area_sq_um": 474500,
  "drive_above_1_share_pct": 27.87,
  "numCtsBuffers": 422,
  "path_cells": "buf_16, buf_4, buf_4, buf_4, buf_4, buf_4, mux4_2, mux2_2, nand2_1, a2111oi_0, a221o_1, clkdlybuf4s50_1",
  "openroad.warnings": 26,
  "ys.flops": 4096,
  "leakage_nw": 70.11,
  "grt_pass1_wl_um": 970900,
  "ff_type": "edfxtp_1",
  "cap_violations": 0,
  "fa_ha_area_share_pct": 0,
  "relSlewSlack_pct": 1.677,
  "xor_share_pct": 0.04596,
  "clock_path_buffers": 4,
  "chip_area_sq_um": 479200,
  "postCtsSetupBuffers": 0,
  "largest-register": "regFile",
  "cp_slowest_cell": "a2111oi_0",
  "cts_sinks": 4096,
  "cp_max_fo": 72,
  "critPathKind": "input port to primary output",
  "drc": 0,
  "finalWirelength_um": 703300,
  "drt_first_pass_iters": 6,
  "finalHoldViolCount": 0,
  "synthArstFlopShare_pct": 0,
  "h-tree-depth": 5,
  "clk_pin_slew_ns": 0.06,
  "grt_pass1_vias": 125700,
  "largest_reg_flops": 4096,
  "tns_ns": 0,
  "fmax_ghz": 0.07335,
  "root_buffer": "clkbuf_16",
  "grt_util_all_layers_pct": 32.12,
  "fp-row-count": 253,
  "grt_setup_unrepaired": "no",
  "status": "finished, final reports clean",
  "syn_area_sq_um": 190600,
  "simple_gate_share_pct": 2.215,
  "cts_tree": "yes",
  "cp-startpoint": "r0addr[1]",
  "ys_sh_mux_pct": 26.16,
  "fin_area_sq_um": 216600,
  "tightest_slew_ns": 1.438,
  "port_buffers": 209,
  "drtIter0Drc": 8711,
  "ir_drop_mv": 0.08280,
  "ys_seq_share_pct": 64.54
}
## per-layer routing
layer	vias up	part of all wire, %	GRT usage [%]
met1	56370	27	31.56
met3	2099	22	31.18
met5	-	0.56	6.861
li1	44260	-	-
met4	130	6.3	14.91
met2	10400	44	43.75
## power by group
group | total (mW) | internal (mW) | switching, mW
clock network | 8.34 | 4.79 | 3.55
logic | 1.80 | 0.712 | 1.08
registers | 9.89 | 9.85 | 0.0465
## cell usage after synthesis, types with 84 or more instances
| cell type | instances |
|---|---|
| a211oi_1 | 236 |
| a21oi_1 | 192 |
| a221o_1 | 128 |
| a22oi_1 | 384 |
| buf_2 | 315 |
| clkbuf_1 | 431 |
| edfxtp_1 | 4096 |
| mux2_2 | 84 |
| mux2i_1 | 1142 |
| mux4_2 | 1664 |
| nand2_1 | 392 |
| nand3_1 | 133 |
| nor2b_1 | 192 |
## path summary, 6_finish.rpt
kind	end	slack (ns)	depth (start not counted)
max	r0data[49]	5.77	12
min	regFile[59][8]$_DFFE_PP_	3.45	2
## through the flow
stage | hold slack [ns] | setup WS (ns) | power (mW) | utilization, % | instances
2_1_floorplan | 3.979 | 9.652 | 11.07 | - | 10370
4_1_cts | 3.404 | 5.824 | 20.08 | 45.63 | 17310
3_5_place_dp | 4.526 | 5.850 | 11.85 | 42.68 | 16550
3_3_place_gp | 4.507 | 5.959 | 11.83 | 42.68 | 16550
5_1_grt | 3.481 | 5.338 | 20.52 | 45.64 | 17330
6_report | 3.455 | 5.767 | 20.03 | 45.65 | 17340
## placed cells by master (no fill, tap or decap), types with 84 or more instances in the layout
cell type and count:
edfxtp_1 4096, mux4_2 1664, mux2i_1 1142, buf_4 527
clkbuf_16 427, nand2_1 391, a22oi_1 384, conb_1 256
a211oi_1 236, a21oi_1 192, nor2b_1 185, clkinv_1 148
clkdlybuf4s50_1 138, nand3_1 133, a221o_1 128, mux2_2 84
## cell type report
type                            count  area (sq um)
Sequential cell                  4096        123000
Inverter                          129         484.2
Multi-Input combinational cell   5317         65010
Timing Repair Buffer              758          6228
Tap cell                         6247          7816
Fill cell                       38580        257900
Antenna cell                       29         72.57
Clock inverter                    279          3088
Clock buffer                      488         10910
## kinds of logic (layout without fill, tap and decap cells)
family / count (synthesis) / in the layout
xor gates and xnor gates: 10 / 10
buffers and inverters: 959 / 1654
AOI/OAI and AO/OA: 1273 / 1273
other: 1 / 285
muxes: 2890 / 2890
DFF: 4096 / 4096
and+or+nand+nor: 888 / 888
No activity file was given, so power comes from the tool's default toggle rates.
